$ cat ./config.mk
export PLATFORM = sky130hd
export DESIGN_NAME = drop_block
export DESIGN_NICKNAME = drop_block
export VERILOG_FILES = /design/flow/design.v
export SDC_FILE = /design/flow/constraint.sdc
export NUM_CORES = 4
export LEC_CHECK = 1
export CORE_UTILIZATION = 50
$ cat ./constraint.sdc
current_design drop_block

set clk_period 49.0
set clk_io_pct 0.2

create_clock -name clk0 -period $clk_period [get_ports {clk}]

set non_clock_inputs [all_inputs -no_clocks]
set_input_delay [expr $clk_period * $clk_io_pct] -clock clk0 $non_clock_inputs
set_output_delay [expr $clk_period * $clk_io_pct] -clock clk0 [all_outputs]
$ cat ./design.v
`timescale 1ns / 1ps
module block_size(
    input [3-1:0] block,
    input [4-1:0] pos_x,
    input [5-1:0] pos_y,
    input [2-1:0] rot,
    output reg [8-1:0] blk_1,
    output reg [8-1:0] blk_2,
    output reg [8-1:0] blk_3,
    output reg [8-1:0] blk_4,
    output reg [3-1:0] width,
    output reg [3-1:0] height
    );
    always @* 
        begin
        case (block)
            3'b000: 
                begin
                blk_1 = 8'b1111_1111;
                blk_2 = 8'b1111_1111;
                blk_3 = 8'b1111_1111;
                blk_4 = 8'b1111_1111;
                width = 0;
                height = 0;
                end
            3'b001: 
                 case (rot) 
                    0,2:
                        begin
                        blk_1 = (pos_y * 10) + pos_x;
                        blk_2 = ((pos_y + 1) * 10) + pos_x;
                        blk_3 = ((pos_y + 2) * 10) + pos_x;
                        blk_4 = ((pos_y + 3) * 10) + pos_x;
                        width = 1;
                        height = 4;
                        end 
                    default:
                        begin
                         blk_1 = (pos_y * 10) + pos_x;
                         blk_2 = (pos_y * 10) + pos_x + 1;
                         blk_3 = (pos_y * 10) + pos_x + 2;
                         blk_4 = (pos_y * 10) + pos_x + 3;
                         width = 4;
                         height = 1;
                        end
                endcase
            3'b010: 
                begin
                blk_1 = (pos_y * 10) + pos_x;
                blk_2 = (pos_y * 10) + pos_x + 1;
                blk_3 = ((pos_y + 1) * 10) + pos_x;
                blk_4 = ((pos_y + 1) * 10) + pos_x + 1;
                width = 2;
                height = 2;
                end
            3'b011:
                case (rot)
                    0: 
                        begin
                        blk_1 = (pos_y * 10) + pos_x + 1;
                        blk_2 = ((pos_y + 1) * 10) + pos_x;
                        blk_3 = ((pos_y + 1) * 10) + pos_x + 1;
                        blk_4 = ((pos_y + 1) * 10) + pos_x + 2;
                        width = 3;
                        height = 2;
                        end
                    1: 
                        begin
                        blk_1 = (pos_y * 10) + pos_x;
                        blk_2 = ((pos_y + 1) * 10) + pos_x;
                        blk_3 = ((pos_y + 2) * 10) + pos_x;
                        blk_4 = ((pos_y + 1) * 10) + pos_x + 1;
                        width = 2;
                        height = 3;
                        end
                    2: 
                        begin
                        blk_1 = (pos_y * 10) + pos_x;
                        blk_2 = (pos_y * 10) + pos_x + 1;
                        blk_3 = (pos_y * 10) + pos_x + 2;
                        blk_4 = ((pos_y + 1) * 10) + pos_x + 1;
                        width = 3;
                        height = 2;
                        end
                    default: 
                        begin
                        blk_1 = (pos_y * 10) + pos_x + 1;
                        blk_2 = ((pos_y + 1) * 10) + pos_x + 1;
                        blk_3 = ((pos_y + 2) * 10) + pos_x + 1;
                        blk_4 = ((pos_y + 1) * 10) + pos_x;
                        width = 2;
                        height = 3;
                        end
                endcase
            3'b100:
                case (rot) 
                    0,2:
                        begin
                        blk_1 = (pos_y * 10) + pos_x + 1;
                        blk_2 = (pos_y * 10) + pos_x + 2;
                        blk_3 = ((pos_y + 1) * 10) + pos_x;
                        blk_4 = ((pos_y + 1) * 10) + pos_x + 1;
                        width = 3;
                        height = 2;
                        end 
                    default:
                        begin
                        blk_1 = (pos_y * 10) + pos_x;
                        blk_2 = ((pos_y + 1) * 10) + pos_x;
                        blk_3 = ((pos_y + 1) * 10) + pos_x + 1;
                        blk_4 = ((pos_y + 2) * 10) + pos_x + 1;
                        width = 2;
                        height = 3;
                        end
                endcase
            3'b101:
                case (rot) 
                    0,2:
                        begin
                        blk_1 = (pos_y * 10) + pos_x;
                        blk_2 = (pos_y * 10) + pos_x + 1;
                        blk_3 = ((pos_y + 1) * 10) + pos_x + 1;
                        blk_4 = ((pos_y + 1) * 10) + pos_x + 2;
                        width = 3;
                        height = 2;
                        end 
                    default: 
                        begin
                        blk_1 = (pos_y * 10) + pos_x + 1;
                        blk_2 = ((pos_y + 1) * 10) + pos_x;
                        blk_3 = ((pos_y + 2) * 10) + pos_x;
                        blk_4 = ((pos_y + 1) * 10) + pos_x + 1;
                        width = 2;
                        height = 3;
                        end
                endcase
            3'b110:
                case (rot)
                    0: 
                        begin
                        blk_1 = (pos_y * 10) + pos_x + 1;
                        blk_2 = ((pos_y + 1) * 10) + pos_x + 1;
                        blk_3 = ((pos_y + 2) * 10) + pos_x + 1;
                        blk_4 = ((pos_y + 2) * 10) + pos_x;
                        width = 2;
                        height = 3;
                        end
                    1: 
                        begin
                        blk_1 = (pos_y * 10) + pos_x;
                        blk_2 = ((pos_y + 1) * 10) + pos_x;
                        blk_3 = ((pos_y + 1) * 10) + pos_x + 1;
                        blk_4 = ((pos_y + 1) * 10) + pos_x + 2;
                        width = 3;
                        height = 2;
                        end
                    2: 
                        begin
                        blk_1 = (pos_y * 10) + pos_x;
                        blk_2 = ((pos_y + 1) * 10) + pos_x;
                        blk_3 = ((pos_y + 2) * 10) + pos_x;
                        blk_4 = (pos_y * 10) + pos_x + 1;
                        width = 2;
                        height = 3;
                        end
                    default: 
                        begin
                        blk_1 = (pos_y * 10) + pos_x;
                        blk_2 = (pos_y * 10) + pos_x + 1;
                        blk_3 = (pos_y * 10) + pos_x + 2;
                        blk_4 = ((pos_y + 1) * 10) + pos_x + 2;
                        width = 3;
                        height = 2;
                        end
                endcase
            3'b111:
                case (rot)
                    0: 
                        begin
                        blk_1 = (pos_y * 10) + pos_x;
                        blk_2 = ((pos_y + 1) * 10) + pos_x;
                        blk_3 = ((pos_y + 2) * 10) + pos_x;
                        blk_4 = ((pos_y + 2) * 10) + pos_x + 1;
                        width = 2;
                        height = 3;
                        end
                    1: 
                        begin
                        blk_1 = ((pos_y + 1) * 10) + pos_x;
                        blk_2 = (pos_y * 10) + pos_x;
                        blk_3 = (pos_y * 10) + pos_x + 1;
                        blk_4 = (pos_y * 10) + pos_x + 2;
                        width = 3;
                        height = 2;
                        end
                    2: 
                        begin
                        blk_1 = (pos_y * 10) + pos_x + 1;
                        blk_2 = ((pos_y + 1) * 10) + pos_x + 1;
                        blk_3 = ((pos_y + 2) * 10) + pos_x + 1;
                        blk_4 = (pos_y * 10) + pos_x;
                        width = 2;
                        height = 3;
                        end
                    default: 
                        begin
                        blk_1 = ((pos_y + 1) * 10) + pos_x;
                        blk_2 = ((pos_y + 1) * 10) + pos_x + 1;
                        blk_3 = ((pos_y + 1) * 10) + pos_x + 2;
                        blk_4 = (pos_y * 10) + pos_x + 2;
                        width = 3;
                        height = 2;
                        end
                endcase
        endcase
    end
endmodule
`timescale 1ns / 1ps
module drop_block(
    input clk,
    input rst_n,
    input fall_en,
    input left_en,
    input right_en,
    input down_en,
    input rotate_en,
    input drop_en,
    input [(10 * 22)-1:0] stacked_block,
    input [3-1:0] ctrl_blk,
    input [4-1:0] ctrl_pos_x,
    input [5-1:0] ctrl_pos_y,
    input [2-1:0] ctrl_rot,
    input [3-1:0] ctrl_height,
    output [4-1:0] drop_pos_x,
    output [5-1:0] drop_pos_y,
    output [2-1:0] drop_rot,
    output [8-1:0] drop_blk_1,
    output [8-1:0] drop_blk_2,
    output [8-1:0] drop_blk_3,
    output [8-1:0] drop_blk_4
    );
    reg [4:0] counter;
    wire [3-1:0] drop_width;
    wire [3-1:0] drop_height;
    block_size drop_block(
        .block(ctrl_blk),
        .pos_x(ctrl_pos_x),
        .pos_y(drop_pos_y),
        .rot(ctrl_rot),
        .blk_1(drop_blk_1),
        .blk_2(drop_blk_2),
        .blk_3(drop_blk_3),
        .blk_4(drop_blk_4),
        .width(drop_width),
        .height(drop_height)
    );
    wire drop_overlap;
    assign drop_overlap = stacked_block[drop_blk_1 + 10] || stacked_block[drop_blk_2 + 10] || 
        stacked_block[drop_blk_3 + 10] || stacked_block[drop_blk_4 + 10];
    always @(posedge clk or negedge rst_n)
        if(~rst_n) 
            counter <= 0;
        else 
            if (fall_en || left_en || right_en || rotate_en || down_en || drop_en)
                counter <= 0;
            else if (drop_pos_y + drop_height <= 22 - 1 && !drop_overlap)
                counter <= counter + 1;
            else
                counter <= counter;
    assign drop_pos_x = ctrl_pos_x;
    assign drop_pos_y = ctrl_pos_y + counter;
    assign drop_rot = ctrl_rot;
endmodule
$ cat ./run.sh
#!/bin/bash
# OpenROAD 26Q1-2900-gdf79404cd8, Yosys 0.63+post, stock flow scripts
make -C /OpenROAD-flow-scripts/flow DESIGN_CONFIG=/design/flow/config.mk WORK_HOME=/design/flow/orfs finish
==> deck_impl_summary.md <==
Key Metrics from the Run

Logic synthesis
  • Synth Area per Inst: between 7 and 8 µm²
  • Mux cell area share: 0.277
  • Post-synthesis adder-cell area fraction: 0.0606
  • Top FF cell, synth: dfrtp_1
  • Register share after synthesis: 0.00779
  • Asr flop ratio synth: 1.00
  • Cell Type Count: a little under 100
  • Simple share: 0.218
  • #FFs+latches synth: 5
  • Synthesized cell area: around 16000 µm²
  • Yosys cell count: 2268
  • Yosys warning total: 2
  • Cell count after synthesis: between 2000 and 2500
  • YS chip area: 16100 µm²
  • Post-synthesis compound-gate area fraction: 0.306
  • Logic family by area: AND-OR/OR-AND gates
  • Post-synth EDFFs: 0
  • Yosys xor share: 0.0554

Clock tree
  • CTS max path bufs: 2
  • CTS buffer count: 3
  • PostCTS Resize Cnt: 0
  • Latency at later pin: 0.23 ns
  • Number of clock sinks: 5
  • Setup bufs post-CTS: 0
  • CTS tree: yes
  • Quantity of hold-fixing buffers added after cts: 0
  • Number of H-tree levels: 1
  • Clk root buf: clkbuf_16
  • Clock Pin Slew Worst Setup and Hold Paths: 0.03 ns

Pwr
  • Pwr Density: approximately 27 nW/µm²
  • Clk pwr share: 0.026
  • Peak supply drop: 0.0247 mV
  • Logic gate share of total power: 0.966
  • Total power draw: around 0.0005 W
  • Sw frac: 0.599
  • Internal power: approximately 0.00021 W
  • Sw Pwr: 0.000306 W
  • Seq pwr share: 0.008
  • Leak: between 7 and 8 nW

Job
  • Log Warnings: 54
  • Reported max-cap violation count: 0

Die
  • Die Width: 181 µm
  • Die height: around 180 µm
  • Initial core utilization: 0.509
  • Chip area: 32800 µm²
  • Io pins: approximately 290
  • Std-Cell Rows: around 65
  • Total core area: ~32000 µm²

Timing
  • Worst Max-Slew Pin Slew: between 1 and 1.5 ns
  • Min Clock Period, post-route: about 26 ns
  • Period utilization: 0.538
  • Unrepaired setup endpoints after global routing: no
  • Max Freq: ~38 MHz
  • Max-slew headroom: 0.270
  • Final WS setup: around 23 ns
  • Setup TNS: 0 ns
  • Final count of pins violating max slew: 0
  • Final Hold Viols: 0
  • Final Skew: between 0.0008 and 0.0009 ns
  • Final setup fails: 0

Finish
  • Area growth syn-to-layout: 18.1%
  • Layout cells sized above 1: 0.0809
  • Most used logic cell in the final layout: mux2i_1
  • Top reg by flops: counter
  • Final Instance Area: 19000 µm²
  • Max FFs per register: 5
  • Post-Layout Cell Count: roughly 2800
  • Top Layout Cells: mux2i_1 (357), clkdlybuf4s50_1 (271), nand2_1 (244)
  • Top flop regs: counter (5)

Drt
  • Drt total wl: 75.4 mm
  • DRC violations left: 0
  • Routed vias: 20146
  • DR pass1 iterations: 9
  • Post-DRT Antenna Nets: 0
  • Wire length per cell: 26.9 µm
  • Vias per cell: between 7 and 8
  • Initial DRC Count: ~2600

Placement
  • PortBufs: between 200 and 300
  • RePlAce Congestion: between 1 and 1.5
  • Placed instance count: around 2800
  • Setup WS pre-CTS: roughly 23 ns
  • Placed Instance Area: around 19000 µm²
  • Final HPWL DP: between 50 and 60 mm

Hold path
  • Hold Path Class: reg2reg

Critical path
  • Cell mode on critical path: ha_1
  • Buffers & Inverters on Critical Path: 3
  • Kind of critical path: in2out
  • Critical path data required time: between 30 and 40 ns
  • CP max FO: 9
  • Delay-heaviest family, CP: adder cells
  • Crit-path slowest cell: nor4b_1
  • CP Launch Type: primary input
  • Crit-path max cell delay: 0.81 ns
  • Cell breakdown of the critical path: clkdlybuf4s50_1, ha_1, fa_1, xnor2_1, inv_1, ha_1, ha_1, ha_1, a21oi_1, a21boi_0, nor4b_1, xor2_1, a221o_1, a2111oi_0, nand4_1, clkdlybuf4s50_1
  • CP Capture Type: output pin
  • Crit path DAT: ~17 ns

Global routing
  • Vias in the first global route: 18172
  • Met1 Use GR: 0.629
  • GR Util met2: 0.613
  • Total gr overflow: 0
  • Tot GR Track Use: 0.447
  • Largest net degree at the start of global routing: about 110
  • Met3 usage: 0.156
  • GRT busiest layer: met1
  • First-pass GRT wire length: 112 mm
  • Antenna violations before repair: 5

Status
  • Run status: complete, no violations
## power groups by stage
| stage | logic (W) | clock network [W] | registers (W) |
|---|---|---|---|
| 4_1_cts | 0.000474 | 0.0000135 | 0.00000417 |
| 5_1_grt | 0.000518 | 0.0000139 | 0.00000417 |
| 6_report | 0.000494 | 0.0000133 | 0.00000417 |
## path summary, 6_finish.rpt
| path | from | endpoint | slack, ns | cells after the start |
|---|---|---|---|---|
| setup / recovery | ctrl_pos_y[0] | drop_blk_3[5] | 22.63 | 16 |
| hold / removal | counter[4]$_DFFE_PN0P_ | counter[4]$_DFFE_PN0P_ | 0.57 | 2 |
| setup reg to reg | counter[0]$_DFFE_PN0P_ | counter[4]$_DFFE_PN0P_ | 39.73 | 25 |
| hold reg to reg | counter[4]$_DFFE_PN0P_ | counter[4]$_DFFE_PN0P_ | 0.57 | 2 |
| max in group asynchronous | rst_n | counter[1]$_DFFE_PN0P_ | 39.01 | 1 |
| min in group asynchronous | rst_n | counter[0]$_DFFE_PN0P_ | 9.80 | 1 |
## worst min-delay path, delay by kind of cell, from the launching register on
family,cells,cell delay [ns]
flip-flops,1,0.39
multiplexers,1,0.06
AND/OR/NAND/NOR,1,0.07
## synthesized netlist by cell type (30+ instances only)
cell type | n | area share
mux2i_1 | 357 | 0.22
nand2_1 | 244 | 0.057
a21oi_1 | 140 | 0.044
nor2_1 | 130 | 0.030
o21ai_0 | 117 | 0.036
clkbuf_1 | 90 | 0.021
buf_2 | 81 | 0.025
nand3_1 | 69 | 0.022
mux2_2 | 62 | 0.043
ha_1 | 61 | 0.048
o22ai_1 | 59 | 0.023
a211oi_1 | 58 | 0.027
inv_1 | 57 | 0.013
xnor2_1 | 52 | 0.028
a221oi_1 | 38 | 0.021
o211ai_1 | 32 | 0.015
nor3_1 | 30 | 0.0093
## kinds of logic (layout without fill, tap and decap cells)
family | after synthesis | after routing
and+or+nand+nor | 700 | 700
xor gates and xnor gates | 82 | 82
AOI/OAI and AO/OA | 706 | 706
buffers and inverters | 276 | 407
DFF | 5 | 5
other | 0 | 4
adders and majority gates | 72 | 72
muxes | 427 | 427
## per-stage QoR
step	util	hold WS (ns)
global route	0.601	0.607
detailed placement	0.598	0.553
CTS	0.601	0.571
finish	0.601	0.573
floorplan	-	0.530
global placement	0.598	0.547
## metal layers
layer,wire length [µm],share of wire
met1,30100,0.40
met2,30200,0.40
met3,11300,0.15
met4,3790,0.050
met5,12,0.00016
## cell type report
class / instances / area [µm²]
Antenna cell: 4 / 10.0
Clock buffer: 4 / 78.8
Fill cell: 2835 / 12600
Inverter: 62 / 235
Multi-Input combinational cell: 1987 / 14800
Sequential cell: 5 / 125
Tap cell: 402 / 503
Timing Repair Buffer: 341 / 3240
Power and IR drop assume default switching activity.
